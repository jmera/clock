### /design/flow/run.sh
#!/bin/bash
# OpenROAD 26Q1-2900-gdf79404cd8, Yosys 0.63+post, stock flow scripts
make -C /OpenROAD-flow-scripts/flow DESIGN_CONFIG=/design/flow/config.mk WORK_HOME=/design/flow/orfs finish
### /design/flow/config.mk
export PLATFORM = sky130hd
export DESIGN_NAME = clock
export DESIGN_NICKNAME = clock
export VERILOG_FILES = /design/flow/design.v
export SDC_FILE = /design/flow/constraint.sdc
export NUM_CORES = 4
export LEC_CHECK = 1
export CORE_UTILIZATION = 40
### /design/flow/constraint.sdc
current_design clock

set clk_period 16.2
set clk_io_pct 0.2

create_clock -name clk0 -period $clk_period [get_ports {clk}]

set non_clock_inputs [all_inputs -no_clocks]
set_input_delay [expr $clk_period * $clk_io_pct] -clock clk0 $non_clock_inputs
set_output_delay [expr $clk_period * $clk_io_pct] -clock clk0 [all_outputs]
### /design/flow/design.v
module clock (
  input clk,
  input reset,
  input switch,
  output [6:0] led_a,
  output [6:0] led_b,
  output [6:0] led_c,
  output [6:0] led_d,
  output [6:0] led_e,
  output [6:0] led_f
);
reg [16:0] elapsed_seconds;
reg [7:0] current_second;
reg [7:0] current_minute;
reg [4:0] current_hour;
reg [25:0] cycles;
reg [6:0] seg_data0;
reg [6:0] seg_data1;
reg [6:0] seg_data2;
reg [6:0] seg_data3;
reg [6:0] seg_data4;
reg [6:0] seg_data5;
always @ (posedge clk) begin  
  if (reset == 0) begin
    cycles <= 0;
    elapsed_seconds <= (12 * 60 * 60) + (59 * 60);
  end
  if (elapsed_seconds == 86_400)
    elapsed_seconds <= 0;
  if (cycles == (50_000_000)) begin
    elapsed_seconds <= elapsed_seconds + 1;
    cycles <= 0;
  end
  else
    cycles <= cycles + 1;
end
always @ (elapsed_seconds) begin
  current_second <= elapsed_seconds % 60;
  case (current_second % 10)
    0:
      seg_data0 = 7'b0000001;
    1:
      seg_data0 = 7'b1001111;
    2:
      seg_data0 = 7'b0010010;
    3:
      seg_data0 = 7'b0000110;
    4:
      seg_data0 = 7'b1001100;
    5:
      seg_data0 = 7'b0100100;
    6:
      seg_data0 = 7'b0100000;
    7:
      seg_data0 = 7'b0001111;
    8:
      seg_data0 = 7'b0000000;
    9:
      seg_data0 = 7'b0000100;
  endcase
  case (current_second / 10)
    0:
      seg_data1 = 7'b0000001;
    1:
      seg_data1 = 7'b1001111;
    2:
      seg_data1 = 7'b0010010;
    3:
      seg_data1 = 7'b0000110;
    4:
      seg_data1 = 7'b1001100;
    5:
      seg_data1 = 7'b0100100;
  endcase
  current_minute <= (elapsed_seconds / 60) % 60;
  case (current_minute % 10)
    0:
      seg_data2 = 7'b0000001;
    1:
      seg_data2 = 7'b1001111;
    2:
      seg_data2 = 7'b0010010;
    3:
      seg_data2 = 7'b0000110;
    4:
      seg_data2 = 7'b1001100;
    5:
      seg_data2 = 7'b0100100;
    6:
      seg_data2 = 7'b0100000;
    7:
      seg_data2 = 7'b0001111;
    8:
      seg_data2 = 7'b0000000;
    9:
      seg_data2 = 7'b0000100;
  endcase
  case (current_minute / 10)
    0:
      seg_data3 = 7'b0000001;
    1:
      seg_data3 = 7'b1001111;
    2:
      seg_data3 = 7'b0010010;
    3:
      seg_data3 = 7'b0000110;
    4:
      seg_data3 = 7'b1001100;
    5:
      seg_data3 = 7'b0100100;
  endcase
  current_hour = (elapsed_seconds / 3_600) % 24;
  if (switch) begin  
    if (current_hour % 12 == 0)
      current_hour = 12;
    else
      current_hour = current_hour % 12;
  end
  case (current_hour % 10)
    0:
      seg_data4 = 7'b0000001;
    1:
      seg_data4 = 7'b1001111;
    2:
      seg_data4 = 7'b0010010;
    3:
      seg_data4 = 7'b0000110;
    4:
      seg_data4 = 7'b1001100;
    5:
      seg_data4 = 7'b0100100;
    6:
      seg_data4 = 7'b0100000;
    7:
      seg_data4 = 7'b0001111;
    8:
      seg_data4 = 7'b0000000;
    9:
      seg_data4 = 7'b0000100;
  endcase
  case (current_hour / 10)
    0:
      seg_data5 = 7'b0000001;
    1:
      seg_data5 = 7'b1001111;
    2:
      seg_data5 = 7'b0010010;
  endcase
end
assign led_a = seg_data0;
assign led_b = seg_data1;
assign led_c = seg_data2;
assign led_d = seg_data3;
assign led_e = seg_data4;
assign led_f = seg_data5;
endmodule
==> impl_metrics.ini <==
; yosys + openroad results
[status]
status = complete, no violations

[finish]
drive_above_1_share_pct = 7.67
area_growth_pct = 8.36
layout_top_cells = 121 x nor2_1, 99 x nand2_1, 66 x a21oi_1
final_common_cell = nor2_1
num-fill-cells = 2055
postLayoutCellArea_um2 = 9150
finalNonFillerCells = 1417

[power_and_ir_drop]
switching_share_pct = 17.5
intPower_uw = 185
vdd_drop_max_v = 0.0000553
sequentialPowerShare_pct = 50.0
combPwrFrac_pct = 0.4
clkPwrFrac_pct = 49.6
leakagePower_nw = 3.61
p_sw_uw = 39.2
p_per_area_nw_per_um2 = 24.5

[synth]
synth.cell_area_um2 = 8450
ys_sh_mux_pct = 2.49
ys.flop_type = dlxtn_1
ys_sh_xor_pct = 8.86
ys_warn_count = 1
synthSimpleGateAreaFrac_pct = 26.8
aoi_share_pct = 33.2
async_reset_ff_share_pct = 0
synth_cell_types = 112
top_logic_kind = AND-OR/OR-AND gates
synth_adder_area_share_pct = 3.99
ys_area_um2 = 8450
synth-seq-cells = 80
synth_cells = 1147
synth.largest_area_cell = dlxtn_1
top_cell_area_share_pct = 6.58
topCellsByArea = dlxtn_1 6.6%, xnor2_1 6.3%, dfxtp_1 6.2%
avgSynthCellArea_um2 = 7.36
edf_count = 17
ys_cells = 1147

[worst_setup_path]
path_buffers = 2
path_delay_family = simple AND/OR/NAND/NOR gates
cp_slowest_cell = edfxtp_1
cpPeakStageDelay_ns = 0.89
critPathMaxFanout = 24
cp.arrival_ns = 9.07
end_kind = primary output
cp.required_ns = 12.96
critPathKind = reg -> out
start_kind = flop

[placement]
gpl.final_weighted_congestion = 0.910
dp_slack_ns = 4.33
portBuffers = 43
postPlaceCellArea_um2 = 8980
dp.cells = 1409
hpwl_um = 15400

[drt]
firstDrtPassIters = 4
drt-vias-per-instance = 5.94
ant_nets = 0
diodes = 0
drt_iter0_drc = 513
wl_per_cell_um = 14.7
vias = 8413
totalWireLength_um = 20800
drcViolationCount = 0

[timing]
fmax_mhz = 81.3
worst_slew_pin_slew_ns = 0.928
untimed_endpoints = 71
setup_violations = 0
slew_headroom_pct = 36.4
finalClockSkew_ns = 0.00750
finalHoldViolCount = 0
finalCritPeriodShare_pct = 76.0
slew_violations = 0
finalCriticalPeriod_ns = 12.31
tns_ns = 0
hold_ws_ns = 0.479
timing.final.ws_setup_ns = 3.89
rsz0062_at_grt = false
unclocked_regs = 37

[die]
die_y_um = 147
die_x_um = 147
core-area_um2 = 20500
die-area_um2 = 21700
fp-utilization_pct = 41.2
row_count = 52
io_pins = 45

[cts]
cts_resized = 0
numCtsBuffers = 5
cts_hold_buf = 0
worstSkewPairLatency_ns = 0.28
cts-root-buf = clkbuf_16
post_cts_buffers = 0
cts_tree = done
clk_path_buf_depth = 2
htreeDepth = 2
path_clk_slew_ns = 0.06

[run]
maxCapViolCount = 0
tool_warnings = 35

[worst_hold_path]
min_path_type = reg -> reg

[global_routing]
grt_first_pass_wirelength_um = 35500
antenna_found_initial = 0
grt_overflow = 0
grt_use_total_pct = 19.5
grt_max_degree = 32
first_global_vias = 7336
[per-stage QoR]
stage	utilization, %	power, mW
CTS	44.7	0.227
floorplan	-	0.115
detailed placement	43.8	0.115
global route	44.7	0.232
global placement	43.8	0.115
finish	44.7	0.224
[flip-flops by register name (all words and copies together) (netlist names)]
signal / cells
seg_data3: 6
cycles: 26
elapsed_seconds: 17
seg_data1: 6
seg_data5: 4
seg_data0: 7
seg_data2: 7
seg_data4: 7
[logic make-up after synthesis]
family / after synthesis
AND/OR/NAND/NOR: 453
adder cells (fa/ha/maj): 28
buffers and inverters: 111
latches: 37
multiplexers: 20
AND-OR/OR-AND: 372
flip-flops: 43
XOR/XNOR: 82
other: 1
[power by group through the flow]
| stage | Clock, mW | Sequential (mW) | Combinational (mW) |
|---|---|---|---|
| CTS | 0.114 | 0.112 | 0.000877 |
| global route | 0.119 | 0.112 | 0.000994 |
| finish | 0.111 | 0.112 | 0.000854 |
[cells in the mapped netlist, types with 8 or more instances]
cell and instances:
or3_1 10, o31ai_1 13, inv_1 35, nand2b_1 11, o211ai_1 11, xor2_1 17
buf_4 9, o22ai_1 8, dfxtp_1 26, a211oi_1 13, clkbuf_1 30, nor2b_1 8
and2_1 19, nand4_1 11, nor3_1 43, nor2_1 121, mux2i_1 14, o211a_1 8
nand3_1 54, edfxtp_1 17, a21o_1 18, or2_2 8, nand2_1 99, o21a_1 14
o2111ai_1 8, a21oi_1 66, and3_1 22, dlxtn_1 37, a31oi_1 13, nor4_1 16
ha_1 22, buf_2 22, o21ai_1 21, o21ai_0 45, xnor2_1 61
[layer usage]
| layer | global-route usage, % | vias up | wire (um) | share of wire [%] |
|---|---|---|---|---|
| met5 | 0 | - | 0 | 0 |
| met2 | 29.8 | 207 | 9110 | 44 |
| li1 | - | 4305 | - | - |
| met1 | 31.4 | 3887 | 10700 | 51 |
| met4 | 1.70 | 0 | 125 | 0.60 |
| met3 | 1.30 | 14 | 897 | 4.3 |
[layout make-up]
type | count | area [um2] | share of cell area, %
multi-input combinational | 962 | 6390 | 69.8
sequential | 80 | 1590 | 17.3
timing repair buffer | 53 | 505 | 5.52
tap | 270 | 338 | 3.69
inverter | 44 | 165 | 1.80
clock buffer | 5 | 125 | 1.37
clock inverter | 3 | 43.8 | 0.479
[worst paths after layout]
check                                    from                             to  slack, ns  cells past startpoint
max             elapsed_seconds[12]$_DFFE_PP_                       led_b[3]       3.89                     25
min                      cycles[4]$_SDFF_PN0_           cycles[4]$_SDFF_PN0_       0.48                      1
max reg2reg  elapsed_seconds[3]$_SDFFCE_PP0P_  elapsed_seconds[15]$_DFFE_PP_      13.30                      7
min reg2reg              cycles[4]$_SDFF_PN0_           cycles[4]$_SDFF_PN0_       0.48                      1
[worst register-to-register path, stage by stage, from the launching register on]
cell and delay, ns:
edfxtp_1 0.77, clkinv_1 0.49, nor3_1 0.47, and4_1 0.34
nand4_1 0.16, nor2_1 0.18, xnor2_1 0.14, a21oi_1 0.08
Power figures rest on the tool's default switching activity, not on a simulated workload.
